## flow/run.sh

```bash
#!/bin/bash
# OpenROAD 26Q1-2900-gdf79404cd8, Yosys 0.63+post, stock flow scripts
make -C /OpenROAD-flow-scripts/flow DESIGN_CONFIG=/design/flow/config.mk WORK_HOME=/design/flow/orfs finish
```

## flow/config.mk

```make
export PLATFORM = sky130hd
export DESIGN_NAME = CompUnit
export DESIGN_NICKNAME = CompUnit
export VERILOG_FILES = /design/flow/design.v
export SDC_FILE = /design/flow/constraint.sdc
export NUM_CORES = 4
export LEC_CHECK = 1
export CORE_UTILIZATION = 30
```

## flow/constraint.sdc

```tcl
current_design CompUnit

set clk_period 9.8
set clk_io_pct 0.2

create_clock -name clk0 -period $clk_period [get_ports {clk}]

set non_clock_inputs [all_inputs -no_clocks]
set_input_delay [expr $clk_period * $clk_io_pct] -clock clk0 $non_clock_inputs
set_output_delay [expr $clk_period * $clk_io_pct] -clock clk0 [all_outputs]
```

## flow/design.v

```verilog
module CompUnit #(
    parameter value_width = 16
) (
    input wire clk,
    input wire [2:0] instr,
    input wire [value_width-1:0] A1,
    input wire [value_width-1:0] A2,
    input wire [value_width-1:0] W1,
    input wire [value_width-1:0] W2,
    output reg [value_width-1:0] out1,
    output reg [value_width-1:0] out2
);
localparam clear = 3'b000; 
localparam mult_acc_A1_W1_A2_W2 = 3'b111;
reg [value_width*2-1:0] _mult_result1;
reg [value_width*2-1:0] _mult_result2;
reg [value_width*2-1:0] _sum_result; 
always @(*) begin
    casex (instr) 
        3'b000: begin
            _mult_result1 = 0;
            _mult_result2 = 0;
        end
        3'b111: begin 
            _mult_result1 = A1 * W1;
            _mult_result2 = A2 * W2;
        end
        3'b110: begin
            _mult_result1 = 0;
            _mult_result2 = A2 * W2; 
        end
        3'b101: begin
            _mult_result1 = {16'b0, W1};
            _mult_result2 = {16'b0, W2};
        end
        default: begin
            _mult_result1 = out1;
            _mult_result2 = 0; 
        end 
    endcase
    _sum_result = _mult_result1 + _mult_result2 + (instr[2]? out1: 0); 
end
always @(posedge clk) begin
    out1 <= _sum_result; 
end
endmodule
```

==> results.toml <==
# synthesis and place-and-route metrics
[outcome]
outcome = "finished, final reports clean"

[final_layout]
layout-area-overhead-vs-synth_pct = 13.2
final_cell_area_mm2 = 0.0112
post-route-util = 0.345
final-seq-area_um2 = 320
top_register = "out1"
layoutNonFillerInstCount = 1675
largest_registers = "out1 x16"
largest_register_ff_count = 16
combGateArea_mm2 = 0.00842
share_of_cells_above_drive_strength_1 = 0.0219
fill_cells = 3301

[critical_path]
worst_r2r_path_depth = 17
crit_fanout = 14
rr_endpoint = "out1[15]$_DFF_P_"
crit_path_start_kind = "primary input"
critical_path.endpoint_type = "flop"
max_stage_delay_ns = 0.74
reg2reg_from = "out1[0]$_DFF_P_"
path_class = "in2reg"
r2r_slack_ns = 6.16
worst_path_max_delay_cell = "clkdlybuf4s50_1"
critical_path.most_common_cell = "fa_1"
timing.critical_path.required_ns = 9.93
timing.critical_path.arrival_ns = 9.12

[clock_network]
cts.root.buffer_cell = "clkbuf_16"
cts_resized = 0
tritoncts = "done"
h-tree-depth = 1
cts.clk_slew.worst_paths_ns = 0.06
clock-sinks = 16
clk_path_buf_depth = 2
clock_network_latency_to_the_later_pin_of_the_worst_skew_pair_ns = 0.25
cts_setup_buffers = 0
cts_hold_buf = 0
tritoncts_buffers = 3

[route]
num_vias = 7419
drc = 0
drt-pass1-iter-count = 4
routed_wirelength_mm = 24.7
antenna-diode-count = 0
route.detailed.vias_per_inst = 4.43
drt-initial-drc-count = 288
post_drt_wl_per_cell_um = 14.7
drt.antenna.violating_nets = 0

[sta]
totalNegativeSetupSlack_ns = 0
rsz0062_at_grt = "no"
finalSetupViolations = 0
tightestPinTransition_ns = 0.804
final_worst_path_cycle_share = 0.917
fin_crit_ns = 8.99
final_critical_path_setup_slack_ns = 0.809
holdWs_ns = 0.761
clock-skew-final_ns = 0.00284
hold_viol = 0
final-max-slew-violation-count = 0
max_freq_ghz = 0.111
timing.max_slew.rel_slack = 0.460

[grt]
grt_max_degree = 26
grt_pass1_vias = 7731
grtUsageTotal = 0.163
antenna_found_initial = 0
grt_first_pass_wirelength_mm = 40.9
grt_remaining_overflow = 0

[job]
stage_log_warnings = 25
drv_cap = 0

[synthesis]
area_leaders = "fa_1 36%, ha_1 14%, and2_1 9.4%, inv_1 9.3%, nand2_1 6.0%"
yosys_area_mm2 = 0.00989
postSynth.topFlopCell = "dfxtp_1"
yosysWarningCount = 17
synthArstFlopShare = 0
top_cells_by_instance_count_after_synthesis = "244 x inv_1, 176 x fa_1, 159 x nand2_1, 148 x and2_1, 112 x ha_1"
synthesis.area_per_instance_um2 = 8.37
synth_largest_type_area_fraction = 0.356
ys_seq_elements = 16
edf_count = 0
synthDominantAreaCellType = "fa_1"
synthesis.instances = 1181
synth.cell_area_mm2 = 0.00989
synth_cell_type_count = 57
yosysSeqAreaShare = 0.0324
yosys.cell_count.top_type = "inv_1"
synth_stat.cells = 1181

[floorplanning]
number_of_rows_created_at_floorplan = 66
die_width_um = 184
floorplan.initialDensity = 0.305
floorplan.core_area_mm2 = 0.0325
io-pin-count = 100
floorplan.die.height_um = 184
die-area_mm2 = 0.0337

[min_path]
worst_min_delay_path_class = "reg2reg"
min_delay_path_depth = 2
worst_hold_path.endpoint = "out1[0]$_DFF_P_"
hold_start = "out1[0]$_DFF_P_"

[place]
placed_cells = 1671
placed_instance_area_mm2 = 0.0111
gp_congestion = 0.903
port_buffers = 83
dp_worst_setup_slack_ns = 0.521
dp.final_hpwl_mm = 20.3

[power]
leakagePower_nw = 5.45
power.total_mw = 3.39
ir_drop_v = 0.000194
power.density_cell_area_mw_per_mm2 = 303
[placed cells by master (no fill, tap or decap), types with 8 or more instances in the layout]
cell type        count
clkdlybuf4s50_1     83
fa_1               176
xnor2_1             65
ha_1               112
and2_1             148
buf_4                8
inv_1              244
dfxtp_1             16
nand2_1            159
nor2_1              32
conb_1              16
o21ai_1             20
a21oi_1             28
mux2i_1             12
xor2_1              18
[power by group]
| group | switching [mW] | leakage (nW) | internal, mW |
|---|---|---|---|
| Combinational | 1.66 | 5.27 | 1.48 |
| Clock | 0.0308 | 0.0442 | 0.0622 |
| Sequential | 0.0375 | 0.135 | 0.118 |
[cell type report]
class	count	share of cell area
clock buffer	4	0.00794
inverter	245	0.0823
multi-input combinational	877	0.752
sequential	16	0.0286
tap	442	0.0494
timing repair buffer	91	0.0796
[how the worst max path moves through the flow]
stage,from,end,slack [ns]
final,W1[3],out1[15]$_DFF_P_,0.81
after global routing,W1[3],out1[15]$_DFF_P_,0.45
after CTS,W1[3],out1[15]$_DFF_P_,0.79
[per-layer routing]
layer | up-vias | track usage | routed length (um)
met1 | 3606 | 0.235 | 11500
met4 | 0 | 0.0170 | 311
met3 | 14 | 0.0414 | 1520
met5 | - | 0 | 0
li1 | 3630 | - | -
met2 | 169 | 0.263 | 11400
[worst max-delay path, delay by kind of cell]
| family | cells | cell delay (ns) |
|---|---|---|
| AND-OR/OR-AND | 7 | 1.12 |
| XOR/XNOR | 2 | 0.55 |
| adder cells (fa/ha/maj) | 9 | 3.78 |
| buffers and inverters | 5 | 0.93 |
| multiplexers | 1 | 0.09 |
| AND/OR/NAND/NOR | 4 | 0.69 |
[kinds of logic (layout without fill, tap and decap cells)]
family / Yosys count / count (layout) / share of synthesized area
adder cells (fa/ha/maj): 288 / 288 / 0.498
flip-flops: 16 / 16 / 0.0324
XOR/XNOR: 89 / 89 / 0.0840
AND/OR/NAND/NOR: 378 / 378 / 0.190
buffers and inverters: 303 / 340 / 0.122
AND-OR/OR-AND: 94 / 94 / 0.0605
multiplexers: 12 / 12 / 0.0121
other: 1 / 16 / 0.000379
Power is estimated from default activity; no workload was simulated.
