**design/flow/design.v**
```verilog
module VectorAccumulate #(
    parameter vector_length = 7,
    parameter data_width = 16
) (
    input wire clk,
    input wire [vector_length*data_width-1: 0] vector_in,
    output wire [data_width+$clog2(vector_length)-1: 0] vector_sum
);
localparam expanded_vector_length = 2 ** ($clog2(vector_length));
localparam length_diff = expanded_vector_length - vector_length;
localparam left_pad_zeros = length_diff * data_width;
wire [expanded_vector_length*data_width-1:0] expanded_vector_in;
assign expanded_vector_in = {{length_diff{1'b0}}, vector_in}; 
localparam num_stages = $clog2(vector_length);
generate
    begin: adder_gen
        genvar stage; 
        for (stage=0; stage<4; stage=stage+1) begin: stage_gen
            genvar i;
            generate
                for (i=2**(stage+1)-1; i<expanded_vector_length; i=i+(2**(stage+1))) begin: stage_io
                    reg [data_width+stage: 0] sum;
                    wire [data_width+stage-1: 0] A, B;
                    if (stage == 0) begin
                        assign A = expanded_vector_in[i*data_width-1: (i-1)*data_width];
                        assign B = expanded_vector_in[(i+1)*data_width-1: i*data_width];
                    end else begin
                        assign A = stage_gen[stage-1].stage_io[i].sum;
                        assign B = stage_gen[stage-1].stage_io[i-2**stage].sum; 
                    end
                    always@(posedge clk) begin
                        sum <= A + B; 
                    end
                end
            endgenerate
        end
    end
endgenerate
assign vector_sum = adder_gen.stage_gen[num_stages-1].stage_io[expanded_vector_length-1].sum;
endmodule
```
**design/flow/run.sh**
```bash
#!/bin/bash
# OpenROAD 26Q1-2900-gdf79404cd8, Yosys 0.63+post, stock flow scripts
make -C /OpenROAD-flow-scripts/flow DESIGN_CONFIG=/design/flow/config.mk WORK_HOME=/design/flow/orfs finish
```
**design/flow/config.mk**
```make
export PLATFORM = sky130hd
export DESIGN_NAME = VectorAccumulate
export DESIGN_NICKNAME = VectorAccumulate
export VERILOG_FILES = /design/flow/design.v
export SDC_FILE = /design/flow/constraint.sdc
export NUM_CORES = 4
export LEC_CHECK = 1
export CORE_UTILIZATION = 50
```
**design/flow/constraint.sdc**
```tcl
current_design VectorAccumulate

set clk_period 6.5
set clk_io_pct 0.2

create_clock -name clk0 -period $clk_period [get_ports {clk}]

set non_clock_inputs [all_inputs -no_clocks]
set_input_delay [expr $clk_period * $clk_io_pct] -clock clk0 $non_clock_inputs
set_output_delay [expr $clk_period * $clk_io_pct] -clock clk0 [all_outputs]
```
==> flow_metrics.rpt <==
RUN METRICS
----------------------------------------------------
[Routing]
  Number of antenna cells inserted ........................ 0
  Routed wire per std cell ........................ 13.6 um
  Via density per instance ........................ 5.38
  Via count ........................ 5911
  Residual DRC count ........................ 0
  Number of design-rule violations left by the first detailed-router iteration ........................ 327
  Iteration tally of the first detailed-router pass ........................ 11
  Remaining antenna violation count ........................ 0
  Routed wire length ........................ 15.0 mm

[Floorplanning]
  Vertical extent of the die ........................ 121 um
  Boundary Pins ........................ 132
  Die width ........................ 121 um
  Standard-cell rows ........................ 43
  Core utilization before placement ........................ 51.2%
  Die outline area ........................ 0.0146 mm2
  CORE AREA ........................ 0.0138 mm2

[Power and ir drop]
  Combinational share of power ........................ 46.2%
  Switching share of power ........................ 34.3%
  Leakage power total ........................ 0.00396 uW
  Cell internal power dissipation ........................ 2420 uW
  Power share of the sequential group ........................ 29.8%
  Power spent charging and discharging nets ........................ 1260 uW
  Clk network pwr share ........................ 24.0%
  Worst ir drop on vdd ........................ 0.216 mV
  Power density normalized to cell area ........................ 402 mW/mm2

[Clock network]
  CTS clock-pin slew for the worst setup and hold paths ........................ 0.05 ns
  TritonCTS clock tree ........................ yes
  Clock root buffer ........................ sky130_fd_sc_hd__clkbuf_16
  Clock latency reported for the late side of the worst-skew pair ........................ 0.41 ns
  Number of instances resized during post-cts repair ........................ 0
  Maximum buffer depth of the clock tree ........................ 2
  Number of buffers created by CTS ........................ 17
  Number of buffers inserted by post-CTS setup repair ........................ 0
  Total number of H-tree levels ........................ 4
  Total number of clock tree sinks ........................ 122
  Hold buffers post-CTS ........................ 0

[Timing]
  Period Utilization, post-route ........................ 55.6%
  Setup repair after global routing missed its margin ........................ false
  Worst Tran Pin Value ........................ 0.480 ns
  Fin. max-slew vios ........................ 0
  Setup-failing EPs final ........................ 0
  Worst clock skew ........................ 0.00412 ns
  Endpoints failing hold ........................ 0
  Crit path time final ........................ 3.61 ns
  Max Clock Freq ........................ 277 MHz
  Headroom to the max-slew limit ........................ 67.7%
  Setup slack of the critical path after layout ........................ 2.89 ns
  Total negative slack for setup checks ........................ 0 ns

[Yosys]
  Syn_area_per_cell ........................ 9.26 um2
  Tally of yosys warning messages ........................ 1
  Number of flip-flops and latches in the synthesized netlist ........................ 122
  Synth top cell by count ........................ sky130_fd_sc_hd__dfxtp_1
  Top cells by instance count after synthesis ........................ sky130_fd_sc_hd__dfxtp_1 (122), sky130_fd_sc_hd__ha_1 (99), sky130_fd_sc_hd__a21oi_1 (80)
  Main area contributors ........................ sky130_fd_sc_hd__dfxtp_1 (35%), sky130_fd_sc_hd__ha_1 (18%), sky130_fd_sc_hd__xnor2_1 (6.4%), sky130_fd_sc_hd__a21oi_1 (5.7%), sky130_fd_sc_hd__a21o_1 (3.7%)
  Yosys chip area ........................ 0.00707 mm2
  Primary flip-flop cell chosen by synthesis mapping ........................ sky130_fd_sc_hd__dfxtp_1
  Area leader share ........................ 34.5%
  Count of flip-flops with a built-in enable after synthesis ........................ 0
  Yosys cell count ........................ 764
  Fraction of registers with async set/reset ........................ 0%
  Number of distinct library cells after synthesis ........................ 54
  Sequential cell area fraction in the yosys report ........................ 34.5%
  Cell type with the largest total area ........................ sky130_fd_sc_hd__dfxtp_1
  Post-Syn Area ........................ 0.00707 mm2
  Cell count after synthesis ........................ 764

[Cells and area]
  Non-filler cells, final ........................ 1099
  Final core utilization ........................ 66.2%
  Number of flip-flops under the largest register name ........................ 122
  Share of cells above drive strength 1 ........................ 4.24%
  Register bank with the most flops ........................ adder_gen.stage_gen.stage_io.sum
  Largest regs ........................ adder_gen.stage_gen.stage_io.sum: 122 flops
  Design Area, Final ........................ 0.00915 mm2
  Area added between synthesis and finish ........................ 29.4%

[Place]
  Worst slack after detailed placement ........................ 2.51 ns
  Detail Placement HPWL ........................ 12.0 mm
  Placed standard-cell area ........................ 0.00858 mm2
  Placer congestion estimate ........................ 0.907
  Count of buffers from port buffering ........................ 131
  Number of cells in the design after placement ........................ 1068

[Worst setup path]
  Worst-path cell chain ........................ clkdlybuf4s50_1 > ha_1 > fa_1 > a211oi_1 > o21ai_0 > a211oi_1 > nor2_1 > a21oi_1 > o21ai_0
  Arrival time at the worst endpoint ........................ 3.90 ns
  Startpoint kind of the worst setup timing path ........................ primary input
  Crit Path Category ........................ primary input to register
  CP max-delay cell ........................ sky130_fd_sc_hd__a211oi_1
  Worst Path Max Fanout ........................ 3
  Capturing element type of the critical path ........................ register
  Maximum cell stage delay along the critical path ........................ 0.44 ns
  Critical Path RT ........................ 6.78 ns

[GRT]
  Residual overflow from global routing ........................ 0
  Global-route wire length before repair ........................ 25.1 mm
  Total Routing Usage GR ........................ 21.5%
  Number of antenna violations at the first check in global routing ........................ 0
  Number of global-route vias before repair ........................ 5542
  Maximum number of pins on one net before global-route repair ........................ 17

[Run]
  Max_cap viols ........................ 0
  Tool warnings ........................ 26

[Hold path]
  Hold Crit Class ........................ register to register

[Status]
  Status ........................ complete, no violations

----------------------------------------------------
-- cells in the final DEF, fill, tap and decap left out, types with 7 or more instances in the layout --
master,count
sky130_fd_sc_hd__nor2_1,55
sky130_fd_sc_hd__clkbuf_16,17
sky130_fd_sc_hd__xor2_1,24
sky130_fd_sc_hd__o21a_1,17
sky130_fd_sc_hd__a21o_1,35
sky130_fd_sc_hd__a21oi_1,80
sky130_fd_sc_hd__nor3_1,7
sky130_fd_sc_hd__inv_1,21
sky130_fd_sc_hd__xnor2_1,52
sky130_fd_sc_hd__nand3_1,19
sky130_fd_sc_hd__o21bai_1,7
sky130_fd_sc_hd__clkdlybuf4s50_1,131
sky130_fd_sc_hd__a211oi_1,14
sky130_fd_sc_hd__nor2b_1,11
sky130_fd_sc_hd__nand2b_1,8
sky130_fd_sc_hd__o21ai_0,47
sky130_fd_sc_hd__dfxtp_1,122
sky130_fd_sc_hd__ha_1,99
sky130_fd_sc_hd__nand4_1,12
sky130_fd_sc_hd__nand2_1,44
sky130_fd_sc_hd__a31oi_1,7
-- path summary, 6_finish.rpt --
kind                                                           from                                            endpoint  slack [ns]  cells after the start
setup reg to reg  adder_gen.stage_gen[1].stage_io[3].sum[0]$_DFF_P_  adder_gen.stage_gen[2].stage_io[7].sum[18]$_DFF_P_        4.20                      9
hold / removal    adder_gen.stage_gen[1].stage_io[7].sum[0]$_DFF_P_   adder_gen.stage_gen[2].stage_io[7].sum[0]$_DFF_P_        0.45                      1
hold reg to reg   adder_gen.stage_gen[1].stage_io[7].sum[0]$_DFF_P_   adder_gen.stage_gen[2].stage_io[7].sum[0]$_DFF_P_        0.45                      1
setup / recovery                                       vector_in[0]  adder_gen.stage_gen[0].stage_io[1].sum[16]$_DFF_P_        2.89                      9
-- cells by family after synthesis --
kind of cell    Yosys count  share of synthesized area (%)
mux                       1                          0.142
compound gates          258                           23.7
simple gates            174                           11.6
flops                   122                           34.5
xor+xnor                 76                           9.41
buf+inv                  28                           1.49
fa+ha+maj               105                           19.2
-- metrics by stage --
step / hold slack [ns] / power [uW]
global placement: 0.442 / 2780
global route: 0.463 / 3970
floorplan: 0.420 / 2310
finish: 0.451 / 3680
detailed placement: 0.436 / 2800
CTS: 0.453 / 3710
-- power groups by stage --
| stage | sequential (uW) | clock, uW | combinational (uW) |
|---|---|---|---|
| final | 1100 | 884 | 1700 |
| after CTS | 1100 | 901 | 1710 |
| after global routing | 1120 | 936 | 1910 |
-- metal layers --
metal	routed length (um)	global-route usage, %	vias up
met3	882	4.41	14
met5	0	0	-
met1	7530	32.6	2650
met4	177	2.24	0
met2	6400	33.4	155
li1	-	-	3092
-- worst max-delay path, delay by kind of cell --
family	cells	cell delay, ns
and+or+nand+nor	1	0.13
AOI/OAI and AO/OA	5	1.40
buffers and inverters	1	0.41
adders and majority gates	2	0.66
-- cell type report --
type / count / area, um2
clock buffer: 20 / 447
clock inverter: 11 / 124
fill: 1092 / 4670
inverter: 21 / 78.8
multi-input combinational: 614 / 4530
sequential: 122 / 2440
tap: 180 / 225
timing repair buffer: 131 / 1310
Power and IR drop assume default switching activity.
